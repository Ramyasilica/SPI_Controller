$ cat ./run.sh
#!/bin/bash
# OpenROAD 26Q1-2900-gdf79404cd8, Yosys 0.63+post, stock flow scripts
make -C /OpenROAD-flow-scripts/flow DESIGN_CONFIG=/design/flow/config.mk WORK_HOME=/design/flow/orfs finish
$ cat ./config.mk
export PLATFORM = sky130hd
export DESIGN_NAME = spi_master
export DESIGN_NICKNAME = spi_master
export VERILOG_FILES = /design/flow/design.v
export SDC_FILE = /design/flow/constraint.sdc
export NUM_CORES = 4
export LEC_CHECK = 1
export CORE_AREA = 10 10 109 109
export DIE_AREA = 0 0 119 119
$ cat ./constraint.sdc
current_design spi_master

set clk_period 2.4
set clk_io_pct 0.2

create_clock -name clk0 -period $clk_period [get_ports {clk}]

set non_clock_inputs [all_inputs -no_clocks]
set_input_delay [expr $clk_period * $clk_io_pct] -clock clk0 $non_clock_inputs
set_output_delay [expr $clk_period * $clk_io_pct] -clock clk0 [all_outputs]
$ cat ./design.v
`timescale 1ns / 1ps
module spi_master (
    input  wire       clk,
    input  wire       reset,
    input  wire       start,
    input  wire [7:0] m_tx_data,
    input  wire       miso,
    output reg  [7:0] m_rx_data,
    output reg        sclk,
    output reg        mosi,
    output reg        cs,
    output reg        done
);
    reg [2:0] bit_idx;
    reg [7:0] tx_shift;
    reg [7:0] rx_shift;
    reg busy;
    reg sclk_prev;
    always @(posedge clk) begin
        if (reset) begin
            cs   <= 1;
            sclk <= 0;
            mosi <= 0;
            done <= 0;
            busy <= 0;
            bit_idx <= 7;
            tx_shift <= 0;
            rx_shift <= 0;
            m_rx_data <= 0;
            sclk_prev <= 0;
        end 
        else begin
            sclk_prev <= sclk;
            done <= 0;
            if (start && !busy) begin
                busy <= 1;
                cs <= 0;
                sclk <= 0;
                bit_idx <= 7;
                tx_shift <= m_tx_data;
                rx_shift <= 0;
                mosi <= m_tx_data[7];
            end
            if (busy) begin
                sclk <= ~sclk;   
                if (sclk_prev == 0 && sclk == 1)
                    rx_shift[bit_idx] <= miso;
                if (sclk_prev == 1 && sclk == 0) begin
                    if (bit_idx != 0) begin
                        bit_idx <= bit_idx - 1;
                        mosi <= tx_shift[bit_idx - 1];
                    end
                end
                if (bit_idx == 0 && sclk_prev == 0 && sclk == 1) begin
                    busy <= 0;
                    cs <= 1;
                    m_rx_data <= rx_shift;
                    done <= 1;
                    mosi <= 0;
                end
            end
        end
    end
endmodule
`timescale 1ns/1ps
module spi_slave (
    input  wire       clk,
    input  wire       reset,
    input  wire       sclk,
    input  wire       cs,
    input  wire       mosi,
    input  wire [7:0] s_tx_data,
    output reg  [7:0] s_rx_data,
    output reg        miso
);
    reg [2:0] bit_idx_s;
    reg [7:0] shift_tx_s;
    reg [7:0] shift_rx_s;
    reg sclk_prev_s;
    reg cs_prev;
    always @(posedge clk) begin
        if (reset) begin
            bit_idx_s   <= 7;
            shift_tx_s  <= 0;
            shift_rx_s  <= 0;
            s_rx_data   <= 0;
            miso        <= 0;
            sclk_prev_s <= 0;
            cs_prev     <= 1;
        end else begin
            sclk_prev_s <= sclk;
            cs_prev <= cs;
            if (cs_prev == 1 && cs == 0) begin
                bit_idx_s  <= 7;
                shift_tx_s <= s_tx_data;
                shift_rx_s <= 0;
                miso <= s_tx_data[7];  
            end
            if (cs == 0) begin
                if (sclk_prev_s == 0 && sclk == 1) begin
                    shift_rx_s[bit_idx_s] <= mosi;
                end
                if (sclk_prev_s == 1 && sclk == 0) begin
                    if (bit_idx_s != 0) begin
                        bit_idx_s <= bit_idx_s - 1;
                        miso <= shift_tx_s[bit_idx_s - 1];
                    end else begin
                        bit_idx_s <= 0;
                        miso <= 0;
                    end
                end
            end else begin
                if (cs_prev == 0 && cs == 1) begin
                    s_rx_data <= shift_rx_s;
                end
                miso <= 0; 
            end
        end
    end
endmodule
==> flow_summary.toml <==
# yosys + openroad results
[run_status]
status = "complete, no violations"

[critical_path]
end_kind = "flop"
cp_top_family = "simple AND/OR/NAND/NOR gates"
crit_path_max_incr_delay_ns = 0.46
path_common_cell = "ha_1"
worst_r2r_path_depth = 7
arrival_ns = 2.09
critical-path-slowest-cell = "dfxtp_1"
critPathBufInv = 1
cp.depth = 7
required_ns = 2.56
start_kind = "flop"
crit_chain = "inv_1 > ha_1 > ha_1 > and4bb_2 > nand2_1 > a32oi_1 > nor2_1"
path_class = "reg2reg"
cp_max_fo = 8

[detailed_routing]
antenna_left = 0
antennaDiodeCount = 0
routed_wl_um = 3249
vias = 1147
drcViolationCount = 0
drt_iter0_drc = 79
viasPerCell = 3.665
first_pass_iters = 5
wl_per_cell_um = 10.38

[yosys]
ys_area_um2 = 1398
syn_area_per_cell_um2 = 8.959
ys_seq_share_pct = 47.27
yosys.area.top_type_share_pct = 47.27
synthesis.instances = 156
syn-cell-area_um2 = 1398
synth-edff-count = 0
area_leaders = "dfxtp_1 (47%), nand2_1 (7.5%), a21oi_1 (5.7%)"
ys_warn_count = 1
async_flop_share_pct = 0
ys_cells = 156
synth.distinct_cells = 35
ys_ff = 33
ys.flop_type = "dfxtp_1"
yosysTopAreaCell = "dfxtp_1"

[place]
dp_hpwl_um = 2407
place_ws_ns = 0.5158
dp_cells = 306
place_area_um2 = 1774
place.gp.congestion = 0.7887
io_buffers = 23

[sta]
rsz0062_at_grt = "false"
setup_viol = 0
max_freq_mhz = 519.7
maxSlewHeadroom_pct = 66.44
tightest_slew_ns = 0.5035
final.setup.tns_ns = 0
maxSlewViolCount = 0
fin_crit_sh_pct = 80.17
final.setup_skew_ns = 0.003574
holdWs_ns = 0.4516
hold_viol_final = 0
min_period_ns = 1.924
worst_slack_ns = 0.4760

[global_routing]
grt_util_met3_pct = 2.110
grt_antenna_before_repair = 0
grtUsageMet1_pct = 6.849
grt_pass1_wl_um = 5554
grt_pass1_vias = 1078
top_usage_layer = "met1"
grt_usage_pct = 4.644
grt_util_met2_pct = 6.155
grt_max_degree = 23
gr-total-overflow = 0

[die]
io_pins = 24
die_x_um = 119
core_um2 = 9639
die_area_um2 = 14160
die_h_um = 119
core_util_floorplan_pct = 14.50
row_count = 36

[cts]
post_cts_resize_count = 0
cts_buffers = 5
htree_levels = 2
cts.sinks = 33
worstSkewPairLatency_ns = 0.28
cts_buffer_depth = 2
cts_root_buffer = "clkbuf_8"
cts_tree = "built"
cts_setup_buffers = 0
ctsHoldBuffers = 0
clk_pin_slew_ns = 0.06

[final_layout]
area_delta_synth_final_pct = 33.12
finalInstanceArea_um2 = 1861
stdcell_count = 313
layout_top_cell = "dfxtp_1"
n_fill_cell = 1076
final_layout_size_suffix_gt1_share_pct = 9.444
fin_util_pct = 19.30
mostFrequentLayoutCells = "dfxtp_1 (33), nand2_1 (28), clkdlybuf4s50_1 (23)"

[power_and_ir_drop]
sequentialPowerShare_pct = 53.8
vdd_drop_max_uv = 202.8
p_int_uw = 833.6
switching_power_uw = 229.2
powerDensity_nw_per_um2 = 571.2
swShare_pct = 21.56
clkPwrFrac_pct = 38.2
power_mw = 1.063
power_frac_comb_pct = 8.0
p_leak_nw = 0.6804

[min_path]
hp-class = "reg2reg"
hold_path_depth = 2

[job]
warnings = 28
max_cap_violations = 0
[state kept, by name, summed over array words and instances (netlist names)]
name and cells:
m_rx_data 8, rx_shift 8, tx_shift 8, bit_idx 3
busy 1, cs 1, done 1, mosi 1
sclk 1, sclk_prev 1
[path summary, 6_finish.rpt]
check	start	endpoint	slack, ns
min	cs$_SDFF_PP1_	cs$_SDFF_PP1_	0.45
max reg2reg	bit_idx[1]$_SDFF_PP1_	rx_shift[7]$_SDFF_PP0_	0.48
max	bit_idx[1]$_SDFF_PP1_	rx_shift[7]$_SDFF_PP0_	0.48
min reg2reg	cs$_SDFF_PP1_	cs$_SDFF_PP1_	0.45
[metal layers]
metal / up-vias / wire [um]
met5: - / 0
met4: 0 / 38
met3: 5 / 283
met2: 30 / 1279
met1: 521 / 1647
li1: 591 / -
[cell type report]
class	count	area, um2	share of cell area (%)
tap	133	166.4	8.944
multi-input combinational	109	668.1	35.91
timing repair buffer	28	267.8	14.39
inverter	3	11.26	0.6052
sequential	33	660.6	35.51
clock buffer	7	86.33	4.640
[worst min-delay path, stage by stage (launching register included)]
cell	delay [ns]
dfxtp_1	0.31
nand2_1	0.05
nand2_1	0.04
[power groups by stage]
stage	Combinational (mW)	Clock [mW]	Sequential, mW
after CTS	0.0872	0.417	0.572
after global routing	0.0963	0.447	0.574
final	0.0851	0.406	0.572
[Yosys cell counts (all sizes together) (2+ instances only)]
cell,number
o21ai,3
or2,2
nor3,3
mux2i,2
clkbuf,3
nand2,28
o211ai,2
nand3,4
nor2b,3
ha,5
nand4,3
a22o,8
a221o,2
a21oi,16
and4bb,2
a32oi,4
buf,8
dfxtp,33
nor2,10
inv,3
[cell families after synthesis]
logic type	Yosys count	synth area share (%)
buffers and inverters	14	4.923
AOI/OAI and AO/OA	37	18.08
adders and majority gates	5	4.476
DFF	33	47.27
muxes	3	2.238
and+or+nand+nor	64	23.01
